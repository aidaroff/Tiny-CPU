## design.v

```verilog
`timescale 1ns / 1ps
module Adder(
    input [7:0] adder_input1,
    input [7:0] adder_input2,
    output [7:0] adder_output
    );
	 reg [7:0] adder_output;
	 always @ (adder_input1 or adder_input2)
	 begin
		adder_output <= adder_input1 + adder_input2;
	 end
endmodule
`timescale 1ns / 1ps
module Ander(
    input [7:0] ander_input1,
    input [7:0] ander_input2,
    output [7:0] ander_output
    );
	 reg[7:0] ander_output;
	 always @ (*)
	 begin
		ander_output <= ander_input1 & ander_input2;
	 end
endmodule
`timescale 1ns / 1ps
module BusSplit(
    output [7:0] data,
    output [3:0] bussplit_instruction,
    input [11:0] bussplit_input
    );
	 assign data = bussplit_input[7:0];
	 assign bussplit_instruction = bussplit_input[11:8];
endmodule
`timescale 1ns / 1ps
module Comparator(
    input [7:0] comparator_input1,
    input [7:0] comparator_input2,
    output [7:0] Out7
    );
	 reg[7:0] Out7;
	 always @(comparator_input1 or comparator_input2)
	 begin
		if(comparator_input1 >= comparator_input2)
			Out7 <= 8'b11111111;
		else
			Out7 <= 8'b00000000;
	 end
endmodule
`timescale 1ns / 1ps
module InstructionDecoder(
    input [3:0] instruction,
    output Clear,
    output EnableA,
    output EnableB,
    output EnableOut,
    output S0,
    output S1,
    output S2,
    output S3
    );
	 reg Clear;
	 reg EnableA;
	 reg EnableB; 
	 reg EnableOut; 
	 reg S0; 
	 reg S1; 
	 reg S2;
	 reg S3;
	 always @(instruction)
	 begin
		if(instruction == 4'b0000)
		begin
			Clear <= 1'b1;
			EnableA <= 1'b1;
			EnableB <= 1'b1;
			EnableOut <= 1'b1;
			S0 <= 1'bx;
			S1 <= 1'bx;
			S2 <= 1'bx;
			S3 <= 1'bx;
		end
		else if(instruction == 4'b0001)
		begin
			 Clear <= 1'b0;
			 EnableA <= 1'b1;
			 EnableB <= 1'b0;
			 EnableOut <= 1'b0;
			 S0 <= 1'bx;
			 S1 <= 1'bx;
			 S2 <= 1'bx;
			 S3 <= 1'bx;
		end
		else if(instruction == 4'b0010)
		begin
			 Clear <= 1'b0;
			 EnableA <= 1'b0;
			 EnableB <= 1'b1;
			 EnableOut <= 1'b0;
			 S0 <= 1'b0;
			 S1 <= 1'bx;
			 S2 <= 1'bx;
			 S3 <= 1'bx;
		end
		else if(instruction == 4'b0011)
		begin
			 Clear <= 1'b0;
			 EnableA <= 1'b0;
			 EnableB <= 1'b1;
			 EnableOut <= 1'b0;
			 S0 <= 1'b1;
			 S1 <= 1'bx;
			 S2 <= 1'bx;
			 S3 <= 1'bx;
		end
		else if(instruction == 4'b0100)
		begin
			 Clear <= 1'b0;
			 EnableA <= 1'b0;
			 EnableB <= 1'b0;
			 EnableOut <= 1'b1;
			 S0 <= 1'bx;
			 S1 <= 1'b0;
			 S2 <= 1'b0;
			 S3 <= 1'b0;
		end
		else if(instruction == 4'b0101)
		begin
			 Clear <= 1'b0;
			 EnableA <= 1'b0;
			 EnableB <= 1'b0;
			 EnableOut <= 1'b1;
			 S0 <= 1'bx;
			 S1 <= 1'b0;
			 S2 <= 1'b0;
			 S3 <= 1'b1;
		end
		else if(instruction == 4'b0110)
		begin
			 Clear <= 1'b0;
			 EnableA <= 1'b0;
			 EnableB <= 1'b0;
			 EnableOut <= 1'b1;
			 S0 <= 1'bx;
			 S1 <= 1'b0;
			 S2 <= 1'b1;
			 S3 <= 1'b0;
		end
		else if(instruction == 4'b0111)
		begin
			 Clear <= 1'b0;
			 EnableA <= 1'b0;
			 EnableB <= 1'b0;
			 EnableOut <= 1'b1;
			 S0 <= 1'bx;
			 S1 <= 1'b0;
			 S2 <= 1'b1;
			 S3 <= 1'b1;
		end
		else if(instruction == 4'b1000)
		begin
			 Clear <= 1'b0;
			 EnableA <= 1'b0;
			 EnableB <= 1'b0;
			 EnableOut <= 1'b1;
			 S0 <= 1'bx;
			 S1 <= 1'b1;
			 S2 <= 1'b0;
			 S3 <= 1'b0;
		end
		else if(instruction == 4'b1001)
		begin
			 Clear <= 1'b0;
			 EnableA <= 1'b0;
			 EnableB <= 1'b0;
			 EnableOut <= 1'b1;
			 S0 <= 1'bx;
			 S1 <= 1'b1;
			 S2 <= 1'b0;
			 S3 <= 1'b1;
		end
		else if(instruction == 4'b1010)
		begin
			 Clear <= 1'b0;
			 EnableA <= 1'b0;
			 EnableB <= 1'b0;
			 EnableOut <= 1'b1;
			 S0 <= 1'bx;
			 S1 <= 1'b1;
			 S2 <= 1'b1;
			 S3 <= 1'b0;
		end
		else if(instruction == 4'b1011)
		begin
			 Clear <= 1'b0;
			 EnableA <= 1'b0;
			 EnableB <= 1'b0;
			 EnableOut <= 1'b1;
			 S0 <= 1'bx;
			 S1 <= 1'b1;
			 S2 <= 1'b1;
			 S3 <= 1'b1;
		end
		else
		begin
			 Clear <= 1'b0;
			 EnableA <= 1'b0;
			 EnableB <= 1'b0;
			 EnableOut <= 1'b0;
			 S0 <= 1'bx;
			 S1 <= 1'bx;
			 S2 <= 1'bx;
			 S3 <= 1'bx;
		end
	 end
endmodule
`timescale 1ns / 1ps
module Mux2To1(
    input Mux_sel,
    input [7:0] mux2to1_input1,
    input [7:0] mux2to1_input2,
    output [7:0] mux2to1_output
    );
	 reg [7:0] mux2to1_output;
	 always @(*)
	 begin
		if(Mux_sel == 1'b0)
			mux2to1_output <= mux2to1_input1;
		else if(Mux_sel == 1'b1)
			mux2to1_output <= mux2to1_input2;
		else
			mux2to1_output <= 1'bx; 
	 end
endmodule
`timescale 1ns / 1ps
module Mux8To1(
    input [7:0] A,
    input [7:0] B,
    input [7:0] C,
    input [7:0] D,
    input [7:0] E,
    input [7:0] F,
    input [7:0] G,
    input [7:0] H,
    input [2:0] Sel,
    output [7:0] Y
    );
	 reg [7:0] Y;
	 always @ (A or B or C or D or E or F or G or H or Sel) 
	 begin
		if(Sel == 3'b000) begin
			Y = A; end
		else if(Sel == 3'b001) begin
			Y = B; end
		else if(Sel == 3'b010) begin
			Y = C; end
		else if(Sel == 3'b011) begin
			Y = D; end
		else if(Sel == 3'b100) begin
			Y = E; end
		else if(Sel == 3'b101) begin
			Y = F; end
		else if(Sel == 3'b110) begin
			Y = G; end
		else begin 
			Y = H; end
	 end
endmodule
`timescale 1ns / 1ps
module Nander(
    input [7:0] nander_input1,
    input [7:0] nander_input2,
    output [7:0] nander_output
    );
	 reg[7:0] nander_output;
	 always @(*)
	 begin
		nander_output <= ~(nander_input1 & nander_input2);
	 end
endmodule
`timescale 1ns / 1ps
module Orer(
    input [7:0] orer_input1,
    input [7:0] orer_input2,
    output [7:0] orer_output
    );
	 reg[7:0] orer_output;
	 always @(*)
	 begin
		orer_output <= orer_input1 | orer_input2;
	 end
endmodule
`timescale 1ns / 1ps
module Register8bit(
    input CLR,
    input [7:0] D,
    output [7:0] Qout,
    input CLK,
	 input En
    );
	 reg[7:0] Qout;
	 always @(posedge CLK)
	 begin
		if(En)
		begin
			if(CLR)
				Qout <= 8'b00000000;
			else
				Qout <= D;
		end
	 end
endmodule
`timescale 1ns / 1ps
module ShiftLeft(
    input [7:0] shiftleft_input,
    output [7:0] Out1
    );
	 assign Out1 = shiftleft_input << 1;
endmodule
`timescale 1ns / 1ps
module ShiftRight(
    input [7:0] shiftright_input,
    output [7:0] Out2
    );
	 assign Out2 = shiftright_input >> 1;
endmodule
`timescale 1ns / 1ps
module TinyCPU(
    input [11:0] In,
    input Clk,
    output [7:0] Result
    );
	 wire [7:0] RegisterA_input;
	 wire [7:0] RegisterB_input;
	 wire [7:0] RegisterOut_output;
	 wire [3:0] Decoder_instruction;
	 wire CPU_Clear;
	 wire CPU_EnableA;
	 wire CPU_EnableB;
	 wire CPU_EnableOut;
	 wire CPU_S0;
	 wire CPU_S1;
	 wire CPU_S2;
	 wire CPU_S3;
	 BusSplit BS (RegisterA_input, Decoder_instruction, In);
	 InstructionDecoder I_D(Decoder_instruction, CPU_Clear, CPU_EnableA, 
								CPU_EnableB, CPU_EnableOut, CPU_S0,
								CPU_S1, CPU_S2, CPU_S3);
	 Mux2To1 mux2to1(CPU_S0, RegisterA_input, RegisterOut_output, RegisterB_input);
	 wire[7:0] ALU_inputA;
	 Register8bit RegA(CPU_Clear, RegisterA_input, ALU_inputA, Clk, CPU_EnableA);
	 wire[7:0] ALU_inputB;
	 Register8bit RegB(CPU_Clear, RegisterB_input, ALU_inputB, Clk, CPU_EnableB);
	 wire [7:0] Mux8To1_A;
	 Adder adder(ALU_inputA, ALU_inputB, Mux8To1_A);
	 wire [7:0] Mux8To1_B;
	 ShiftLeft sl(ALU_inputA, Mux8To1_B);
	 wire [7:0] Mux8To1_C;
	 ShiftRight sr(ALU_inputA, Mux8To1_C);
	 wire [7:0] Mux8To1_D;
	 Ander ander1(ALU_inputA, ALU_inputB, Mux8To1_D);
	 wire [7:0] Mux8To1_E;
	 Orer orer1 (ALU_inputA, ALU_inputB, Mux8To1_E);
	 wire [7:0] Mux8To1_F;
	 Xorer xorer1(ALU_inputA, ALU_inputB, Mux8To1_F);
	 wire [7:0] Mux8To1_G;
	 Nander nander1(ALU_inputA, ALU_inputB, Mux8To1_G);
	 wire [7:0] Mux8To1_H;
	 Comparator compar(ALU_inputA, ALU_inputB, Mux8To1_H);
	 wire [2:0] Mux8To1_Sel;
	 wire [7:0] Mux8To1_Output;
	 assign Mux8To1_Sel[0] = CPU_S1;
	 assign Mux8To1_Sel[1] = CPU_S2;
	 assign Mux8To1_Sel[2] = CPU_S3;
	 Mux8To1 ALU_Mux(Mux8To1_A, Mux8To1_B, Mux8To1_C,
							Mux8To1_D, Mux8To1_E, Mux8To1_F,
							Mux8To1_G, Mux8To1_H, Mux8To1_Sel, 
							Mux8To1_Output);
	 Register8bit RegOut(CPU_Clear, Mux8To1_Output, RegisterOut_output, Clk, CPU_EnableOut);
	 assign Result = RegisterOut_output;
endmodule
`timescale 1ns / 1ps
module Xorer(
    input [7:0] xorer_input1,
    input [7:0] xorer_input2,
    output [7:0] xorer_output
    );
	 reg[7:0] xorer_output;
	 always @(*)
	 begin
		xorer_output <= xorer_input1 ^ xorer_input2;
	 end
endmodule
```

## run.sh

```bash
#!/bin/bash
# OpenROAD 26Q1-2900-gdf79404cd8, Yosys 0.63+post, stock flow scripts
make -C /OpenROAD-flow-scripts/flow DESIGN_CONFIG=/design/flow/config.mk WORK_HOME=/design/flow/orfs finish
```

## config.mk

```make
export PLATFORM = sky130hd
export DESIGN_NAME = TinyCPU
export DESIGN_NICKNAME = TinyCPU
export VERILOG_FILES = /design/flow/design.v
export SDC_FILE = /design/flow/constraint.sdc
export NUM_CORES = 4
export LEC_CHECK = 1
export CORE_AREA = 10 10 112 112
export DIE_AREA = 0 0 122 122
```

## constraint.sdc

```tcl
current_design TinyCPU

set clk_period 5.0
set clk_io_pct 0.2

create_clock -name clk0 -period $clk_period [get_ports {Clk}]

set non_clock_inputs [all_inputs -no_clocks]
set_input_delay [expr $clk_period * $clk_io_pct] -clock clk0 $non_clock_inputs
set_output_delay [expr $clk_period * $clk_io_pct] -clock clk0 [all_outputs]
```

==> results.json <==
{
  "postCtsSetupBuffers": 0,
  "die_w_um": 122,
  "top_cell_area_share_pct": 29.72,
  "synth.cellmix.compoundShare_pct": 26.78,
  "critPathLaunchType": "input port",
  "yosys_area_um2": 2425,
  "ant_nets": 0,
  "wl_per_cell_um": 15.16,
  "grt_pass1_vias": 2013,
  "postSynthSeqShare_pct": 29.72,
  "end_kind": "flop",
  "synth.logic.top_family": "AND-OR/OR-AND gates",
  "diodes": 0,
  "maxSlewHeadroom_pct": 45.96,
  "synth_flops": 24,
  "core_area_um2": 10230,
  "min_to": "RegB.Qout[5]$_SDFFCE_PP0P_",
  "numCtsBuffers": 3,
  "critPathMaxFanout": 25,
  "cp.required_ps": 5040,
  "grt_first_pass_wirelength_um": 10870,
  "drcViolationCount": 0,
  "top_area_cell": "edfxtp_1",
  "drt_first_iter_violations": 112,
  "warning_count": 43,
  "syn_avg_cell_area_um2": 8.220,
  "fa_ha_area_share_pct": 14.76,
  "overflow": 0,
  "yosys_warnings": 10,
  "hold_viol": 0,
  "rsz0062_at_grt": "no",
  "outcome": "completed",
  "reg2reg_from": "RegA.Qout[5]$_SDFFCE_PP0P_",
  "fp_util_pct": 23.70,
  "simple_gate_area_share_pct": 18.58,
  "syn_inst": 295,
  "rr_worst_depth": 8,
  "num_rows": 37,
  "hold_start": "RegOut.Qout[5]$_SDFFCE_PP0P_",
  "drive_above_1_share_pct": 5.574,
  "tns_ps": 0,
  "place_congestion": 0.8645,
  "ir_worst_vdd_mv": 0.1498,
  "dp_hpwl_um": 4763,
  "cts_buffer_depth": 2,
  "cts_resized": 0,
  "h-tree-depth": 1,
  "synthXorXnorAreaFrac_pct": 1.084,
  "mux_share_pct": 1.238,
  "async_reset_ff_share_pct": 0,
  "synth_top_flop_cell": "edfxtp_1",
  "cts_tree": "built",
  "comb_power_share_pct": 30.3,
  "synth.cell_area_um2": 2425,
  "r2r_setup_slack_ps": 2530,
  "p_sw_mw": 0.1879,
  "p_sw_share_pct": 29.85,
  "maxCapViolCount": 0,
  "die_y_um": 122,
  "ys_cells": 295,
  "hold_path_class": "reg -> reg",
  "port_buffers": 20,
  "cp.arrival_ps": 3480,
  "fin_crit_ps": 3442,
  "p_int_mw": 0.4416,
  "edf_count": 24,
  "drt-vias-per-instance": 4.828,
  "timing.rr.end": "RegOut.Qout[6]$_SDFFCE_PP0P_",
  "vias": 2129,
  "clock_latency_ps": 280,
  "path_class": "in -> reg",
  "cts_root_buf": "clkbuf_8",
  "clock-skew-final_ps": 8.792,
  "clk_transition_reported_paths_ps": 90,
  "finalPower_mw": 0.6295,
  "whs_path_depth": 2,
  "io_pins": 21,
  "post-route-period-util_pct": 68.85,
  "pwr-share-clk_pct": 28.4,
  "area.growth.synth_to_final_pct": 15.79,
  "firstDrtPassIters": 4,
  "antenna_found_initial": 0,
  "finalSetupViolations": 0,
  "cts_hold_buf": 0,
  "leakage_nw": 1.124,
  "power_frac_seq_pct": 41.3,
  "drv_slew": 0,
  "synth_cell_types": 51,
  "cts.sinks": 24,
  "die-area_um2": 14880,
  "area_leaders": "edfxtp_1 30%, ha_1 14%, a21oi_1 7.2%, o21ai_0 5.4%, nand2_1 5.3%",
  "routed_wl_um": 6686,
  "maxClockFrequency_ghz": 0.2905,
  "fillers": 1052,
  "p_per_area_nw_per_um2": 224.2,
  "grt_use_total_pct": 9.205,
  "worst_pin_slew_ps": 810.5,
  "grt_start_max_net_pins": 44
}
-- stage by stage --
stage	utilization (%)	setup slack, ps	hold slack, ps	cell area (µm²)	cells
2_1_floorplan	-	2443	496.3	2425	295
3_3_place_gp	26.75	1360	570.3	2736	437
3_5_place_dp	26.75	1278	543.8	2736	437
4_1_cts	27.44	1584	589.3	2808	441
5_1_grt	27.44	1460	621.6	2808	441
6_report	27.44	1558	581.1	2808	441
-- worst max-delay path by stage --
stage,end,slack [ps],from
4_1_cts,RegOut.Qout[7]$_SDFFCE_PP0P_,1580,In[11]
5_1_grt,RegOut.Qout[7]$_SDFFCE_PP0P_,1460,In[11]
6_report,RegOut.Qout[7]$_SDFFCE_PP0P_,1560,In[11]
-- sequential cells by signal, summed over array words and instances, names as in the netlist --
name / cells
RegB.Qout: 8
RegOut.Qout: 8
RegA.Qout: 8
-- metal layers --
metal | vias to the layer above | GRT usage (%) | wire length (µm)
li1 | 1063 | - | -
met1 | 984 | 12.86 | 3013
met2 | 73 | 14.67 | 3099
met3 | 9 | 1.784 | 423
met4 | 0 | 1.788 | 149
met5 | - | 0 | 0
-- critical path: stages --
cell,delay (ps)
clkdlybuf4s50_1,480
inv_1,60
ha_1,450
buf_4,340
a311oi_1,330
o211ai_2,180
a21oi_4,300
nor4_1,100
o22a_1,240
-- kinds of logic (layout without fill, tap and decap cells) --
kind of cell,count (synthesis),after routing
compound gates,101,101
xor+xnor,3,3
flops,24,24
mux,3,3
fa+ha+maj,28,28
buf+inv,44,54
simple gates,92,92
-- power by group through the flow --
stage | Combinational, mW | Clock [mW] | Sequential, mW
5_1_grt | 0.215 | 0.189 | 0.263
4_1_cts | 0.192 | 0.182 | 0.261
6_report | 0.191 | 0.179 | 0.260
-- cell type report --
| class | count | area [µm²] | share of cell area (%) |
|---|---|---|---|
| Sequential cell | 24 | 720.7 | 25.67 |
| Clock buffer | 3 | 41.29 | 1.471 |
| Multi-Input combinational cell | 227 | 1514 | 53.92 |
| Timing Repair Buffer | 25 | 237.7 | 8.467 |
| Inverter | 25 | 93.84 | 3.342 |
| Tap cell | 136 | 170.2 | 6.061 |
| Clock inverter | 1 | 30.03 | 1.070 |
-- Yosys cell counts (all sizes together) (2+ instances only) --
cell type / n
mux2i: 3
a2bb2oi: 2
nor4: 3
nand2: 34
nor3: 6
a22oi: 2
o31ai: 2
clkbuf: 5
o22ai: 3
nand2b: 6
nor2b: 15
xor2: 2
a31oi: 4
o21ai: 26
nor2: 19
edfxtp: 24
buf: 14
ha: 27
o211ai: 4
a21o: 3
a311oi: 2
a21oi: 36
inv: 25
a211oi: 2
o21a: 3
and2b: 3
o21bai: 2
-- cells in the final DEF, fill, tap and decap left out, types with 2 or more instances in the layout --
cell type	netlist	final
nand2b_1	6	6
ha_1	27	27
a22oi_1	2	2
o22ai_1	3	3
mux2i_1	3	3
o31ai_1	2	2
buf_4	3	5
o21bai_1	2	2
a21o_1	3	3
a2bb2oi_1	2	2
edfxtp_1	24	24
xor2_1	2	2
and2b_2	2	2
a21oi_1	35	35
o21ai_0	26	26
o21a_1	3	3
nand2_1	34	34
nor2_1	19	19
nor4_1	2	2
a31oi_1	4	4
o211ai_1	3	3
inv_1	25	25
a211oi_1	2	2
clkdlybuf4s50_1	0	20
nor3_1	6	6
clkbuf_8	0	3
nor2b_1	15	15
Power and IR drop assume default switching activity.
